==> /design/flow/design.v <==
module cache_set_cu  
#(parameter WIDTH = 32,
  parameter MODES = 4,
 parameter SETS = 8)
( input [WIDTH-1:0] address,
input reset, 
input clk,                                           
  input [MODES-3:0] selection_signal,
  output reg [SETS-1:0] set,
  output reg [18:0] tag,
  output reg [3:0] offset,
  output reg [11:0] index);
	always @ (posedge clk)
begin
if(!reset)
begin
 index <= 12'b0;
tag <= 19'b0;		
set <= 8'b0;
offset <= 8'b0;
end
else
begin
	case(selection_signal)
		2'b00: begin
		       index <= address[15:4];
			tag <= {3'b000, address[31:16]};		
			set <= {8'b 10000000};
			end
		2'b01: begin
		       index <= {1'b0, address[14:4]};
			tag<= {2'b00, address[31:15]};
			set <= {8'b 11000000};		
			end
		2'b10: begin
		       index <= {2'b00, address[13:4]};
			tag <= {1'b0, address[31:14]};
			set <= {8'b 11110000};		
			end
		2'b11: begin
		       index <= {3'b000, address[12:4]};
			tag <=  address[31:13];
			set <= {8'b 11111111};		
			end
		 default: begin
			index <= address[15:4];
			tag <= {3'b000, address[31:16]};
			  end
	endcase
offset = address[3:0];
end
end
endmodule
==> /design/flow/run.sh <==
#!/bin/bash
# OpenROAD 26Q1-2900-gdf79404cd8, Yosys 0.63+post, stock flow scripts
make -C /OpenROAD-flow-scripts/flow DESIGN_CONFIG=/design/flow/config.mk WORK_HOME=/design/flow/orfs finish
==> /design/flow/config.mk <==
export PLATFORM = sky130hd
export DESIGN_NAME = cache_set_cu
export DESIGN_NICKNAME = cache_set_cu
export VERILOG_FILES = /design/flow/design.v
export SDC_FILE = /design/flow/constraint.sdc
export NUM_CORES = 4
export LEC_CHECK = 1
export CORE_AREA = 10 10 114 114
export DIE_AREA = 0 0 124 124
==> /design/flow/constraint.sdc <==
current_design cache_set_cu

set clk_period 1.4
set clk_io_pct 0.2

create_clock -name clk0 -period $clk_period [get_ports {clk}]

set non_clock_inputs [all_inputs -no_clocks]
set_input_delay [expr $clk_period * $clk_io_pct] -clock clk0 $non_clock_inputs
set_output_delay [expr $clk_period * $clk_io_pct] -clock clk0 [all_outputs]
==> impl_metrics.json <==
{
  "die_x_um": 124,
  "outcome": "finished clean",
  "yosys_warnings": 1,
  "worst_slew_pin_slew_ns": 0.214,
  "leakage_nw": 1.14,
  "crit_path_start_kind": "flip-flop",
  "first_pass_iters": 4,
  "ys_cells": 112,
  "p_clk_share_pct": 36.9,
  "p_seq_share_pct": 47.7,
  "cts_buffer_depth": 2,
  "path_cells": "clkdlybuf4s50_1",
  "setup_viol": 0,
  "drive_above_1_share_pct": 14.4,
  "syn_inst": 112,
  "wl_per_cell_um": 13.5,
  "slowest_stage": "clkdlybuf4s50_1",
  "worst_slack_ns": 0.0433,
  "max_freq_ghz": 0.737,
  "cap_violations": 0,
  "die-area_sq_um": 15400,
  "ys_ff": 39,
  "clock-sinks": 39,
  "grt_max_degree": 22,
  "power_switching_mw": 0.538,
  "swShare_pct": 21.3,
  "wirelength_um": 4450,
  "cts_hold_buf": 0,
  "cts_tree": "yes",
  "detail_route.vias_per_cell": 3.29,
  "hold_class": "input port to flip-flop",
  "end_kind": "output port",
  "grt_pass1_wl_um": 6560,
  "rsz0062_at_grt": "no",
  "syn-cell-area_sq_um": 1340,
  "power.density_nw_per_um2": 1050,
  "die_h_um": 124,
  "openroad.warnings": 25,
  "rows": 37,
  "power_frac_comb_pct": 15.4,
  "clk_pin_slew_ns": 0.08,
  "cp_num_buf_inv": 1,
  "vias": 1085,
  "p_int_mw": 1.98,
  "path_class": "flip-flop to output port",
  "areaGrowthSynthToFinish_pct": 79.8,
  "ir_worst_vdd_v": 0.000354,
  "cts_root_buf": "clkbuf_8",
  "ios": 79,
  "ys_seq_share_pct": 58.2,
  "pre_cts_ws_ns": -0.144,
  "htreeDepth": 2,
  "slew_violations": 0,
  "dpl.hpwl_um": 3650,
  "cp_top_family": "buffers and inverters",
  "required_ns": 1.12,
  "slowest_delay_ns": 0.47,
  "worst-path-max-fanout": 1,
  "grt-ovfl-total": 0,
  "diodes": 0,
  "period_needed_ns": 1.36,
  "grt.total_usage_pct": 5.53,
  "numCtsBuffers": 5,
  "initial_core_util_pct": 12.9,
  "grt_pass1_vias": 1205,
  "avgSynthCellArea_sq_um": 12.0,
  "fp.coreArea_sq_um": 10400,
  "place_congestion": 0.793,
  "drt_iter0_markers": 34,
  "ant_nets": 0,
  "hold_viol_final": 0,
  "fin_tns_setup_ns": 0,
  "synth.distinct_cells": 17,
  "relSlewSlack_pct": 85.3,
  "yosysChipArea_sq_um": 1340,
  "route.detailed.drc": 0,
  "crit_arrival_ns": 1.08,
  "io_buffers": 78,
  "finalCritPeriodShare_pct": 96.9,
  "antenna_found_initial": 0
}
## metrics by stage
stage	hold WS, ns	util, %	cell area (sq um)	power, mW	cells
5_1_grt	0.555	23.1	2410	2.65	330
2_1_floorplan	0.308	-	1340	1.34	112
4_1_cts	0.547	22.8	2370	2.58	330
3_3_place_gp	0.851	21.7	2260	1.64	322
3_5_place_dp	0.852	21.7	2260	1.64	322
6_report	0.557	23.1	2410	2.52	330
## final cells by class
type / instances / area [sq um]
Tap cell: 136 / 170
Multi-Input combinational cell: 60 / 453
Clock inverter: 3 / 43.8
Sequential cell: 39 / 793
Fill cell: 1104 / 8010
Timing Repair Buffer: 87 / 882
Clock buffer: 5 / 68.8
## synthesized netlist by cell type
cell type	n	area share (%)
o21a_1	1	0.56
and3_1	1	0.47
nand4b_1	1	0.65
and3b_1	1	0.65
nor2b_1	1	0.47
buf_2	2	0.75
dfxtp_1	39	58
and2_1	15	7.0
nand2b_4	1	1.0
o21ai_0	1	0.37
nor4bb_1	1	0.75
buf_6	4	3.4
o22ai_1	16	7.5
nand2_1	2	0.56
a21oi_1	1	0.37
buf_4	7	3.9
mux2i_1	18	13
## cells by family (layout without fill, tap and decap cells)
logic type	Yosys count	after routing	synth area share, %
flops	39	39	58.2
compound gates	19	19	8.77
buf+inv	13	95	8.02
simple gates	23	23	11.6
mux	18	18	13.4
## layer usage
| layer | routed length [um] | part of all wire [%] | global-route usage [%] |
|---|---|---|---|
| met1 | 1790 | 40 | 6.55 |
| met2 | 1890 | 43 | 8.81 |
| met3 | 721 | 16 | 3.21 |
| met4 | 44 | 0.99 | 0.647 |
| met5 | 0 | 0 | 0 |
## layout by cell type (no fill, tap or decap), drive strengths merged
cell	n
clkdlybuf4s50	59
dfxtp	39
mux2i	18
o22ai	16
and2	15
dlymetal6s2s	12
buf	9
dlygate4sd2	7
clkbuf	5
nand2	2
clkinv	2
o21a	1
and3b	1
and3	1
a21oi	1
nor2b	1
nand4b	1
o21ai	1
nand2b	1
nor4bb	1
bufinv	1
## final timing paths
| path | from | end | slack, ns | depth (start not counted) |
|---|---|---|---|---|
| min | address[4] | index[0]$_SDFF_PN0_ | 0.56 | 2 |
| max | set[6]$_SDFF_PN0_ | set[6] | 0.04 | 1 |
## power groups by stage
| stage | Combinational, mW | Clock, mW | Sequential, mW |
|---|---|---|---|
| after CTS | 0.406 | 0.971 | 1.20 |
| after global routing | 0.428 | 1.02 | 1.21 |
| final | 0.389 | 0.930 | 1.20 |
## what timing repair did
item	in CTS	in global routing
cloned	0	0
buffers inserted	0	0
resized	8	21
endpoints found under the setup margin	7	19
## state kept, by name, indices dropped and copies added (netlist names)
register,count
offset,4
set,4
index,12
tag,19
Power and IR drop assume default switching activity.
